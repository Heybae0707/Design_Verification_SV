## run.sh

```bash
#!/bin/bash
# OpenROAD 26Q1-2900-gdf79404cd8, Yosys 0.63+post, stock flow scripts
make -C /OpenROAD-flow-scripts/flow DESIGN_CONFIG=/design/flow/config.mk WORK_HOME=/design/flow/orfs finish
```

## constraint.sdc

```tcl
current_design spiMaster

set clk_period 3.1
set clk_io_pct 0.2

create_clock -name clk0 -period $clk_period [get_ports {clk}]

set non_clock_inputs [all_inputs -no_clocks]
set_input_delay [expr $clk_period * $clk_io_pct] -clock clk0 $non_clock_inputs
set_output_delay [expr $clk_period * $clk_io_pct] -clock clk0 [all_outputs]
```

## config.mk

```make
export PLATFORM = sky130hd
export DESIGN_NAME = spiMaster
export DESIGN_NICKNAME = spiMaster
export VERILOG_FILES = /design/flow/design.v
export SDC_FILE = /design/flow/constraint.sdc
export NUM_CORES = 4
export LEC_CHECK = 1
export CORE_AREA = 10 10 88 88
export DIE_AREA = 0 0 98 98
```

## design.v

```verilog
interface ram_if (
    input logic clk
);
    logic wea, web;           
    logic [1:0] addra, addrb;  
    logic [3:0] dina, dinb;    
    logic [3:0] douta, doutb;  
    modport DUT (
        input clk, wea, web, addra, addrb, dina, dinb,
        output douta, doutb
    );
endinterface
interface spi_if (
    input logic clk
);
    logic reset;
    logic [15:0] dataIn;
    logic spi_CS;
    logic spi_sclk;
    logic spiData;
    logic [4:0] counter;
    modport DUT (
        input clk, reset, dataIn,
        output spi_CS, spi_sclk, spiData, counter
    );
endinterface
interface traffic_if (input logic clk);
  logic reset;            
  logic [1:0] light_ns;   
  modport dut (input clk, reset, output light_ns);      
endinterface
module spiMaster(
	input wire clk,  
	input wire reset, 
	input wire [15:0] dataIn,  
	output wire spi_CS,
	output wire spi_sclk,  
	output wire spiData,
	output [4:0] counter
);
reg MOSI;
reg [4:0] count;
reg cs;
reg sclk;
reg [2:0] state;
always @(posedge clk or posedge reset)
	if(reset)
	begin
		MOSI <=0;
		count <= 5'd16;
		cs <=1'b1;
		sclk <=1'b0;
	end
	else
	begin
	case(state)
		0: begin
			sclk <=1'b0;
			cs <=1'b1;
			state<=3'b1;
		end
		1:begin
			sclk <=1'b0;
			cs <=1'b0;
			MOSI<=dataIn[count-1];
			count<=count-1;
			state<=2;
		end
		2:begin
			sclk <=1'b1;
			if(count>0)
				state<=1;
			else 
			begin
				count<=16;
				state<=0;
			end
		end
		default: state<=0;
		endcase
	end
assign spi_CS=cs;
assign spi_sclk=sclk;
assign spiData=MOSI;
assign counter=count;
endmodule
```

==> changes_impl.md <==
### Metrics

- Leading area contributor after synthesis: dfrtp_1
- Layout overhead on the synthesized area: 55.8%
- Horizontal die dimension: 98 microns
- Mean post-synth cell area: ~11 sq um
- GRT overflow: 0
- Routed wire length: 1.72 mm
- I/O pin total: 26
- Least-Margin Pin Slew: 0.426 ns
- WP buf/inv: 1
- Async S/R FF share, synth: 72.7%
- Antenna violation net count after detailed routing: 0
- Input/output buffers: 25
- Commonest register cell after synthesis: dfrtp_1
- Final-report setup violation count: 0
- Worst hold margin: 0.472 ns
- Count of routing violations after the opening detailed-route iteration: 15
- Post-route minimum period: 2.42 ns
- Cell-by-cell trace of the critical path: inv_1, ha_1, xor2_1, mux4_1, mux4_2, a31o_1
- Post-synthesis instance total: 61
- Die Height: 98 microns
- Max-slew violation count: 0
- Number of clock buffers inserted by TritonCTS: 3
- Tool warning count: 26
- Largest net degree at the start of global routing: 11
- Fillers: 626
- Max_cap viols: 0
- Number of search-and-repair iterations in the first detailed-routing pass: 4
- Vias in the first global route: ~550
- Cts-stage hold buffer count: 0
- Die area: 9600 sq um
- Number of vias per cell: 3.44
- Number of register bits inferred by synthesis: 11
- Sequential element share of the synthesized area: 40.5%
- Biggest cell delay along the critical path: 0.57 ns
- Clock insertion delay at the later pin of the skew report: 0.24 ns
- Clock skew: 0.00420 ns
- Number of standard cells reported by yosys: 61
- Setup TNS after final layout: 0 ns
- Drt drc: 0
- Gp weighted congestion: 0.745
- CTS tree: built
- Largest voltage drop on the vdd net: 0.000238 V
- First-pass GRT wire length: 2.80 mm
- Number of failing hold endpoints at the final stage: 0
- Area inside the core boundary: between 5000 and 6000 sq um
- Master cell of the clock root buffer: clkbuf_8
- HPWL reported at the end of detailed placement: 1.42 mm
- EDFF count, synth: 1
- Number of warnings issued by yosys: 1
- Post-CTS resize count: 0
- Maximum fanout along the worst path: 10
- Cell Pwr Density: 858 nW/um^2
- Site Rows: 28
- Area share, top type: ~22%
- Ratio of cells with drive above 1 in the final layout: 10.2%
- Distinct cell type count after synthesis: 27
- Max-slew headroom at the worst pin: slightly above 70%
- Type of the setup path with the least slack: reg -> reg
- Outcome: finished clean
- Total via count after detailed routing: 560
- Total power after layout: about 900 uW
- Core utilization at floorplan: around 11%
- Mapped Area: 673 sq um
- Top cells by area: dfrtp_1, mux4_1, dfstp_2
- Buffer levels on the longest clock path: 2
- DR WL/cell: 10.5 microns
- Critical Path Start Type: flip-flop
- Maximum frequency from static timing analysis: approximately 410 MHz
- Number of buffers added for setup after CTS: 0
- Data arrival, critical path: between 2 and 3 ns
- TritonCTS sink count: 11
- Leading cell type in the layout, fill and taps excluded: clkdlybuf4s50_1
- Post-layout period usage: 78.1%
- Leakage power figure: around 0.0004 uW
- Total number of H-tree levels: 1
- Setup crit end kind: flip-flop
- Chip area in the Yosys report: 673 sq um
- Ant. Diodes: 0
- Clock slew at the register clock pins of the worst setup and hold paths: 0.05 ns
- Initial antenna violation count: 0
- Kind of cell adding the most delay to the critical path: multiplexers
- Hold/Removal Path Class: reg -> reg
- Global router's overall resource usage: 3.52%
- Cell at the slowest stage of the critical path: dfrtp_1
- Most numerous logic cells after layout: clkdlybuf4s50_1, nand2_1, dfrtp_1, nor2_1, mux4_1
- Worst endpoint required time: 3.22 ns
- Setup repair after global routing missed its margin: false
registers in the layout, indices dropped and copies added (netlist names), named ones only:
name   cells
count      5
state      2
cs         1
MOSI       1
sclk       1
final timing paths:
check | from | end | slack, ns | depth (start not counted)
min in group asynchronous | reset | sclk | 0.78 | 2
worst max register to register | count[0] | MOSI | 0.68 | 6
worst min-delay path | state[0] | cs | 0.47 | 2
worst min register to register | state[0] | cs | 0.47 | 2
max in group asynchronous | reset | count[4] | 2.01 | 2
worst max-delay path | count[0] | MOSI | 0.68 | 6
metal layers:
layer / vias up / wire, microns / global-route usage (%)
li1: 276 / - / -
met1: 263 / 701 / 4.28
met2: 19 / 838 / 5.69
met3: 2 / 156 / 1.64
met4: 0 / 21 / 0.447
met5: - / 0 / 0
layout make-up:
| class | count | area, sq um | area share [%] |
|---|---|---|---|
| clock buffers | 3 | 41.3 | 3.94 |
| multi-input cells | 45 | 374 | 35.7 |
| repair buffers | 25 | 250 | 23.9 |
| well taps | 75 | 93.8 | 8.95 |
| flip-flops and latches | 11 | 273 | 26.0 |
| inverters | 3 | 11.3 | 1.07 |
| clock inverters | 1 | 5.00 | 0.477 |
Yosys cell counts (2+ instances only):
cell and number:
nor2b_1 3, ha_1 2, dfstp_2 2, a21oi_1 3
o21ai_1 3, inv_1 3, dfxtp_1 2, nor2_1 6
xor2_1 2, mux4_1 4, xnor2_1 3, nand2_1 8
dfrtp_1 6
logic make-up after synthesis:
kind of cell / Yosys count / share of synthesized area (%)
AND-OR/OR-AND: 12 / 11.2
buffers and inverters: 5 / 3.90
flip-flops: 11 / 40.5
AND/OR/NAND/NOR: 20 / 13.6
multiplexers: 6 / 20.6
adder cells (fa/ha/maj): 2 / 3.72
XOR/XNOR: 5 / 6.51
power breakdown:
group	leakage, uW	internal [uW]	switching (uW)	total (uW)
logic	0.000249	298	151	448
registers	0.000119	211	97.2	308
clock network	0.0000255	88.3	54.6	143
worst reg2reg max path: cells and delay by family, from the launching register on:
| kind | cells | cell delay, ns |
|---|---|---|
| compound gates | 1 | 0.23 |
| mux | 2 | 0.80 |
| fa+ha+maj | 1 | 0.28 |
| xor+xnor | 1 | 0.32 |
| buf+inv | 1 | 0.12 |
| flops | 1 | 0.57 |
through the flow:
step | std cells | utilization (%) | cell area [sq um] | setup slack [ns]
2_1_floorplan | 61 | - | 673 | 0.961
3_3_place_gp | 159 | 16.9 | 1000 | 0.732
3_5_place_dp | 159 | 16.9 | 1000 | 0.685
4_1_cts | 163 | 17.7 | 1050 | 0.655
5_1_grt | 163 | 17.7 | 1050 | 0.510
6_report | 163 | 17.7 | 1050 | 0.679
Power figures rest on the tool's default switching activity, not on a simulated workload.
