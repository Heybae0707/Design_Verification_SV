===== design/flow/config.mk =====
export PLATFORM = sky130hd
export DESIGN_NAME = two_ram_port_verilog
export DESIGN_NICKNAME = two_ram_port_verilog
export VERILOG_FILES = /design/flow/design.v
export SDC_FILE = /design/flow/constraint.sdc
export NUM_CORES = 4
export LEC_CHECK = 1
export CORE_UTILIZATION = 30

===== design/flow/constraint.sdc =====
current_design two_ram_port_verilog

set clk_period 2.2
set clk_io_pct 0.2

create_clock -name clk0 -period $clk_period [get_ports {clk}]

set non_clock_inputs [all_inputs -no_clocks]
set_input_delay [expr $clk_period * $clk_io_pct] -clock clk0 $non_clock_inputs
set_output_delay [expr $clk_period * $clk_io_pct] -clock clk0 [all_outputs]

===== design/flow/run.sh =====
#!/bin/bash
# OpenROAD 26Q1-2900-gdf79404cd8, Yosys 0.63+post, stock flow scripts
make -C /OpenROAD-flow-scripts/flow DESIGN_CONFIG=/design/flow/config.mk WORK_HOME=/design/flow/orfs finish

===== design/flow/design.v =====
interface ram_if (
    input logic clk
);
    logic wea, web;           
    logic [1:0] addra, addrb;  
    logic [3:0] dina, dinb;    
    logic [3:0] douta, doutb;  
    modport DUT (
        input clk, wea, web, addra, addrb, dina, dinb,
        output douta, doutb
    );
endinterface
interface spi_if (
    input logic clk
);
    logic reset;
    logic [15:0] dataIn;
    logic spi_CS;
    logic spi_sclk;
    logic spiData;
    logic [4:0] counter;
    modport DUT (
        input clk, reset, dataIn,
        output spi_CS, spi_sclk, spiData, counter
    );
endinterface
interface traffic_if (input logic clk);
  logic reset;            
  logic [1:0] light_ns;   
  modport dut (input clk, reset, output light_ns);      
endinterface
module two_ram_port_verilog (
    input wire clk,
    input wire wea, web,   
    input wire [1:0] addra, addrb,  
    input wire [3:0] dina, dinb,  
    output reg [3:0] douta, doutb  
);
     reg [3:0] mem0, mem1, mem2, mem3;
    always @(posedge clk) begin
        if (wea && web &&(addra==addrb)) begin  
            case (addra)
                2'b00: mem0 <= dina;
                2'b01: mem1 <= dina;
                2'b10: mem2 <= dina;
                2'b11: mem3 <= dina;
            endcase
        end
		else begin
		if (wea) begin
            case (addra)
                2'b00: mem0 <= dina;
                2'b01: mem1 <= dina;
                2'b10: mem2 <= dina;
                2'b11: mem3 <= dina;
            endcase
        end
        if (web) begin
            case (addrb)
                2'b00: mem0 <= dinb;
                2'b01: mem1 <= dinb;
                2'b10: mem2 <= dinb;
                2'b11: mem3 <= dinb;
            endcase
        end
		end
		end
    always @(*) begin
        case (addra)
            2'b00: douta = mem0;
            2'b01: douta = mem1;
            2'b10: douta = mem2;
            2'b11: douta = mem3;
        endcase
    end
    always @(*) begin
        case (addrb)
            2'b00: doutb = mem0;
            2'b01: doutb = mem1;
            2'b10: doutb = mem2;
            2'b11: doutb = mem3;
        endcase
    end
endmodule

==> notes.md <==
On the backend side, the flow ran end to end.

The flow ran to the end, and the final reports show no timing, DRC or antenna violations. The root buffer cell chosen for the clock tree is clkbuf_8. The flip-flop and latch count after synthesis stands at 16. The total routed wirelength stands at 3.386 mm. The number of optimization iterations in the first detailed-route pass stands at 4. The switching part of the total power stands at 0.2894. Looking at the max-slew report, the worst-margin pin has a slew of 532.5 ps. The global routing report lists met1 layer usage as 0.2356. Among the non-sequential cells, multiplexers take the most area. The highest net fanout along the worst path stands at 2. The initial core utilization stands at 0.3198. The cell row count stands at 22. The via count of the first global-routing pass stands at 1113. The initial antenna violation count stands at 0.

The post-layout instance area stands at 0.001568 mm2. Dividing the detail-routed via count by the number of cells gives 5.771. Of the cells placed in the final design, the portion with a size suffix greater than 1 is 0.2092.

The share of total power dissipated in combinational logic is 0.353. Clock tree synthesis inserted a total of 3 buffers. The overall routing resource usage stands at 0.1728. The layout report lists the multi-input gate area as 824.5 um2.

For the worst-skew pair, the clock arrives at the later sink with an insertion delay of 250 ps. The first global-routing pass estimated 5.478 mm of wire. The data arrival time of the critical path stands at 1650 ps. The clock tree has to reach 16 sinks. After legalization and detailed placement, the total HPWL measured 2.592 mm.

Per the OpenROAD power report, leakage power amounts to 0.5978 nW. Per the placement log, port buffering inserted 22 buffers. The worst clock skew stands at 0 ps. Per the layout report, the design carries 370 filler cells.

In this run, the synthesized area fraction spent on and/or/nand/nor cells is recorded as 0.2272. The final weighted congestion of routability-driven global placement stands at 0.9821. The clock passes through at most 2 buffers. TritonCTS built the clock tree. From the final report, the count of setup violators was given as 0. The sequential power share stands at 0.416. The share of total power dissipated in the clock network is 0.231.

The area of the die stands at between 0.004 and 0.005 mm2. The post-synthesis xor/xnor area fraction stands at 0.02697. After layout, the design draws a total of 0.0009614 W.

The multiplexer area fraction after synthesis stands at 0.2407. The sequential-to-total area share from yosys stat stands at 0.2656. By startpoint and endpoint, the worst setup path is classified as primary input to output pin. The tool warning count for the run is 25.

According to the timing report, the data required time at the worst endpoint equals 1760 ps. The script extracted a net switching power of 0.0002782 W. Of the available clock period, the critical path in the final layout requires 0.9488. The CTS clock-pin slew for the worst setup and hold paths stands at 60 ps.

After detailed routing, the number of remaining DRC violations is 0. In the Yosys report the total cell count is 124. The floorplan report gives the top-level pin count as 23. The number of pins with negative max-slew slack in the final report stands at 0. The cell area reported after detailed placement stands at 0.001531 mm2. The routed length per placed instance stands at 16.85 um. In this run the number of H-tree levels came out at 1.

The highest supply drop recorded on VDD is approximately 0.28 mV. In this run the remaining antenna-violating nets after routing total 0. The worst setup path is captured at an output pin. The worst relative slew slack stands at 0.6439. Setup repair after global routing left no endpoint under its margin. The global routing report lists met3 layer usage as 0.04225. The global router reports that the layer with the highest usage is met2. The core outline area stands at ~0.0038 mm2.

The most critical min-delay path falls under flip-flop to flip-flop. Entering global routing, the biggest net connects 14 pins. The clock period minus worst slack stands at 2087 ps. Between the synthesized netlist and the finished layout, the area growth was recorded as 29.98%. The count of different cell masters after synthesis stands at 29.

The post-synthesis cell count stands at approximately 120. In this run, the synthesized area fraction spent on adder and majority cells is recorded as 0. The register cell area after layout stands at 320.3 um2. After global routing the overflow that remains totals 0.

The synthesized chip area reported by yosys stands at 0.001206 mm2. The met2 routing resource usage after global routing stands at 0.2899. The run reported a max-capacitance violation count of 0. Per the summary, power density relative to cell area is 613.2 mW/mm2.

The number of warnings reported in the yosys synthesis log stands at 1. In this run the cell area of the synthesized design comes to 0.001206 mm2. The antenna diode instance count stands at 0. The width of the chip stands at 65.41 um.

The synthesized area per cell stands at 9.727 um2. The first routing iteration left 45 violations. The vertical extent of the die stands at 65.41 um. The via count stands at 1160. The hold buffer count at CTS stands at 0.

The worst setup path is launched from a primary input. In this run, the synthesized area fraction spent on AND-OR/OR-AND gates is recorded as 0.1888. The number of hold-slack violations in the final timing report stands at 0. The internal power summed over all cells stands at 0.0006832 W. The maximum achievable frequency stands at between 400 and 500 MHz.
-- registers in the layout, indices dropped and copies added, names as in the netlist --
register  cells
mem0          4
mem1          4
mem2          4
mem3          4
-- logic make-up after synthesis --
kind of cell / after synthesis
compound gates: 34
xor+xnor: 2
buf+inv: 9
flops: 16
mux: 19
simple gates: 44
-- placed cells by master, fill, tap and decap left out, drive strengths merged --
master and n:
dfxtp 16, dlygate4sd2 2, and3 1, o211a 3, nor2 6, nor3b 2
a21oi 2, and4 1, mux2i 11, mux4 8, nor2b 2, o21ai 16
clkdlybuf4s50 18, o221ai 1, inv 1, clkbuf 5, and3b 2, or3 16
nand3b 2, nand4 1, xnor2 2, nand2 6, a22oi 8, nand3 5
buf 12, a32oi 4
-- power groups by stage --
stage     Combinational, W  Sequential, W  Clock [W]
4_1_cts           0.000340       0.000397   0.000228
5_1_grt           0.000369       0.000406   0.000244
6_report          0.000339       0.000400   0.000222
-- final timing paths --
kind	endpoint	cells past startpoint	slack, ps	startpoint
worst max-delay path	doutb[2]	3	110	addrb[1]
worst min-delay path	mem3[3]	2	530	mem3[3]
worst min register to register	mem3[3]	2	530	mem3[3]
worst max register to register	mem2[2]	3	1170	mem2[2]
-- Yosys cell counts --
| library cell | n | area share |
|---|---|---|
| buf_4 | 2 | 0.012 |
| inv_1 | 1 | 0.0031 |
| mux4_2 | 8 | 0.15 |
| buf_2 | 4 | 0.017 |
| mux2i_1 | 11 | 0.091 |
| a32oi_1 | 4 | 0.029 |
| nand4_2 | 1 | 0.010 |
| o211a_1 | 3 | 0.025 |
| a21oi_1 | 1 | 0.0041 |
| buf_6 | 2 | 0.019 |
| o21ai_1 | 4 | 0.017 |
| o21ai_0 | 12 | 0.050 |
| o221ai_1 | 1 | 0.0073 |
| xnor2_2 | 2 | 0.027 |
| a21oi_2 | 1 | 0.0073 |
| nand2_1 | 6 | 0.019 |
| nor3b_1 | 1 | 0.0062 |
| nand3b_1 | 2 | 0.012 |
| nor2b_1 | 2 | 0.010 |
| and4_4 | 1 | 0.0093 |
| nor2_2 | 1 | 0.0052 |
| nor3b_4 | 1 | 0.016 |
| nand3_1 | 5 | 0.021 |
| or3_1 | 16 | 0.083 |
| dfxtp_1 | 16 | 0.27 |
| nor2_1 | 5 | 0.016 |
| and3b_1 | 2 | 0.015 |
| and3_1 | 1 | 0.0052 |
| a22oi_1 | 8 | 0.050 |
-- per-stage QoR --
stage          utilization  cells  setup WS, ps  setup TNS [ps]  hold WS (ps)
3_5_place_dp        0.4061    198        -272.9           -2063         524.9
3_3_place_gp        0.4061    198        -262.9           -2036         516.1
5_1_grt             0.4157    201         64.28               0         555.4
6_report            0.4157    201         112.7               0         534.1
4_1_cts             0.4180    201         6.516               0         533.7
2_1_floorplan            -    124         676.2               0         479.3
-- layout make-up --
cell class | count | share of cell area
clock buffers | 3 | 0.02634
multi-input cells | 99 | 0.5259
repair buffers | 34 | 0.2027
flip-flops and latches | 16 | 0.2043
well taps | 48 | 0.03831
inverters | 1 | 0.002394
-- layer usage --
metal | share of wire | vias up
met2 | 0.48 | 38
li1 | - | 551
met1 | 0.45 | 565
met4 | 0.011 | 0
met5 | 0 | -
met3 | 0.058 | 6
-- worst max-delay path: stages --
cell and delay, ps:
dlygate4sd2_1 280, mux4_2 520, clkdlybuf4s50_1 410
-- timing repair --
action	4_1_cts	5_1_grt
endpoints found under the setup margin	8	7
resized	7	3
buffers inserted	0	0
Power is estimated from default activity; no workload was simulated.
